[design/flow/run.sh]
#!/bin/bash
# OpenROAD 26Q1-2900-gdf79404cd8, Yosys 0.63+post, stock flow scripts
make -C /OpenROAD-flow-scripts/flow DESIGN_CONFIG=/design/flow/config.mk WORK_HOME=/design/flow/orfs finish
[design/flow/config.mk]
export PLATFORM = sky130hd
export DESIGN_NAME = fifo_dff
export DESIGN_NICKNAME = fifo_dff
export VERILOG_FILES = /design/flow/design.v
export SDC_FILE = /design/flow/constraint.sdc
export NUM_CORES = 4
export LEC_CHECK = 1
export CORE_UTILIZATION = 40
[design/flow/constraint.sdc]
current_design fifo_dff

set clk_period 4.3
set clk_io_pct 0.2

create_clock -name clk0 -period $clk_period [get_ports {clk_i}]

set non_clock_inputs [all_inputs -no_clocks]
set_input_delay [expr $clk_period * $clk_io_pct] -clock clk0 $non_clock_inputs
set_output_delay [expr $clk_period * $clk_io_pct] -clock clk0 [all_outputs]
[design/flow/design.v]
module fifo_dff #(
    parameter WIDTH = 8,
    parameter DEPTH = 8
) (
    input  logic             clk_i,
    input  logic             rst_i,
    input  logic             wr_en_i,
    input  logic             rd_en_i,
    input  logic [WIDTH-1:0] data_i,
    output logic [WIDTH-1:0] data_o,
    output logic             empty_o,
    output logic             full_o
);
    localparam W_PTR   = $clog2(DEPTH);
    localparam MAX_PTR = W_PTR'(DEPTH - 1);
    logic             push;
    logic             pop;
    logic [W_PTR-1:0] wr_ptr;
    logic [W_PTR-1:0] rd_ptr;
    logic             wr_circle_odd;
    logic             rd_circle_odd;
    logic [WIDTH-1:0] mem [DEPTH];
    assign push    = wr_en_i;
    assign pop     = rd_en_i;
    assign empty_o = (wr_ptr == rd_ptr) && (wr_circle_odd == rd_circle_odd);
    assign full_o  = (wr_ptr == rd_ptr) && (wr_circle_odd != rd_circle_odd);
    assign data_o  = mem[rd_ptr];
    always_ff @(posedge clk_i) begin
        if (push) begin
            mem[wr_ptr] <= data_i;
        end
    end
    always_ff @(posedge clk_i) begin
        if (rst_i) begin
            wr_ptr        <= W_PTR'(0);
            wr_circle_odd <= 1'b0;
        end else if (push) begin
            if (wr_ptr == MAX_PTR) begin
                wr_ptr        <= W_PTR'(0);
                wr_circle_odd <= ~wr_circle_odd;
            end else begin
                wr_ptr <= wr_ptr + 1'b1;
            end
        end
    end
    always_ff @(posedge clk_i) begin
        if (rst_i) begin
            rd_ptr        <= W_PTR'(0);
            rd_circle_odd <= 1'b0;
        end else if (pop) begin
            if (rd_ptr == MAX_PTR) begin
                rd_ptr        <= W_PTR'(0);
                rd_circle_odd <= ~rd_circle_odd;
            end else begin
                rd_ptr <= rd_ptr + 1'b1;
            end
        end
    end
endmodule
==> flow_summary.toml <==
# synthesis and place-and-route metrics
[clocking]
cts_hold_buf = 0
cts.clk_slew.worst_paths_ns = 0.07
htree_num_levels = 3
clockRootBuffer = "clkbuf_8"
cts_tree = "done"
cts_num_sinks = 75
post_cts_buffers = 0
clk_latency_ns = 0.33
cts_inserted_buffers = 9
cts.path.max_buffers = 2
cts_resized = 0

[route]
num_vias = 1388
ant_nets = 0
routed_wl_um = 4670
avgViaCountPerCell = 4.84
diodes = 0
drt-pass1-iter-count = 4
drc_errors = 0
wl_per_cell_um = 16.3
drtIter0Drc = 37

[yosys]
synthArstFlopShare_pct = 0
netlist_instances = 149
ys_chip_area_mm2 = 0.00300
yosysSeqAreaShare_pct = 71.4
ys_cells = 149
postSynthAreaPerCell_um2 = 20.1
synth_cell_types = 23
yosys_warnings = 1
area_leaders = "edfxtp_1 64%, mux4_1 13%, dfxtp_1 7.3%"
top_cell_area_share_pct = 64.1
syn-cell-area_mm2 = 0.00300
ys.flop_type = "edfxtp_1"
edf_count = 64
top_area_cell = "edfxtp_1"
ys.flops = 75

[power_and_ir_drop]
ir_worst_vdd_v = 0.000170
powerDensity_mw_per_mm2 = 398
p_leak_nw = 1.21

[run]
maxCapViolCount = 0
warnings = 25

[timing]
drv_slew = 0
fin_crit_sh_pct = 70.8
hold_viol_final = 0
min_period_ns = 3.04
setup_tns_ns = 0
rsz0062_at_grt = "no"
fmax_ghz = 0.329
slew_headroom_pct = 59.5
worst_pin_slew_ns = 0.606
hold_ws_ns = 0.550
finClkSkew_ns = 0.00750
setup_viol = 0

[setup_path]
cp.required_ns = 3.44
crit_chain = "buf_4 -> mux4_1 -> mux2_2 -> clkdlybuf4s50_1"
cp_max_fo = 16
slowest_stage = "mux4_1"
critPathMaxStageDelay_ns = 0.60
crit_path_start_kind = "flop"
end_kind = "output pin"
worstPathArrival_ns = 2.18
path_class = "flop to output pin"
critical_path.top_delay_family = "multiplexers"
path_buffers = 2

[finish]
seqCellArea_mm2 = 0.00214
comb_area_um2 = 806
synthToLayoutAreaGrowth_pct = 17.6
drive_above_1_share_pct = 17.6
fillers = 576
final_util_pct = 48.6

[run_status]
outcome = "completed"

[floorplan]
core_area_mm2 = 0.00725
fp_util_pct = 41.3
row_count = 31
ios = 22
die_y_um = 88.6
die_x_um = 88.6
die_area_mm2 = 0.00785

[global_route]
grt_pass1_vias = 1503
grt-ovfl-total = 0
grt_first_pass_wirelength_um = 7200
grt_max_degree = 17
antenna_found_initial = 0
track_usage_pct = 14.0

[min_path]
min_path_type = "flop to flop"

[placement]
dp_hpwl_um = 3020
numPortBuffers = 21
globalplace.congestion = 0.759
==> synthesized netlist by cell type, drive strengths merged (2+ instances only) <==
master,number
edfxtp,64
mux4,16
dfxtp,11
nor2,10
mux2,8
nand2b,5
a21oi,4
buf,4
ha,4
mux2i,4
xor2,4
clkbuf,3
a21bo,2
nand2,2
nand3b,2
nor3,2
or3b,2
==> cell families (layout without fill, tap and decap cells) <==
kind of cell	after synthesis	in the layout	share of synthesized area (%)
buffers and inverters	7	46	1.71
multiplexers	28	28	18.2
flip-flops	75	75	71.4
AND-OR/OR-AND	6	6	1.34
XOR/XNOR	4	4	1.17
adder cells (fa/ha/maj)	4	4	1.67
AND/OR/NAND/NOR	25	25	4.46
==> worst reg2reg max path: cells and delay by family (launching register included) <==
family / cells / cell delay, ns
simple gates: 2 / 0.52
flops: 1 / 0.47
buf+inv: 1 / 0.26
==> path summary, 6_finish.rpt <==
check | slack [ns] | cells after the start | endpoint | from
worst min-delay path | 0.55 | 2 | rd_ptr[0] | rd_ptr[0]
worst min register to register | 0.55 | 2 | rd_ptr[0] | rd_ptr[0]
worst max register to register | 2.75 | 3 | mem[2][0] | wr_ptr[1]
worst max-delay path | 1.26 | 4 | data_o[6] | flop
==> report_power, final <==
group	internal, W	switching (W)
Sequential	0.000806	0.0000102
Clock	0.000266	0.000222
Combinational	0.0000638	0.0000365
Total	0.00114	0.000269
==> metal layers <==
metal  share of wire [%]  track usage, %
met2                  52            22.4
met4                 2.4            3.96
met1                  38            17.6
met5                   0               0
met3                 8.4            7.00
==> cell usage in the layout, fill, tap and decap left out, drive strengths merged <==
| cell | Yosys | layout |
|---|---|---|
| edfxtp | 64 | 64 |
| clkdlybuf4s50 | 0 | 21 |
| mux4 | 16 | 16 |
| clkbuf | 3 | 13 |
| dfxtp | 11 | 11 |
| nor2 | 10 | 10 |
| buf | 4 | 9 |
| mux2 | 8 | 8 |
| nand2b | 5 | 5 |
| xor2 | 4 | 4 |
| mux2i | 4 | 4 |
| a21oi | 4 | 4 |
| ha | 4 | 4 |
| nand2 | 2 | 2 |
| nor3 | 2 | 2 |
| or3b | 2 | 2 |
| a21bo | 2 | 2 |
| nand3b | 2 | 2 |
| clkinv | 0 | 2 |
| nor4 | 1 | 1 |
| nor4b | 1 | 1 |
| bufinv | 0 | 1 |
==> layout make-up <==
class / count / area share [%]
well taps: 99 / 3.51
clock inverters: 3 / 1.10
flip-flops and latches: 75 / 60.7
multi-input cells: 67 / 22.8
clock buffers: 13 / 3.94
repair buffers: 30 / 7.88
==> through the flow <==
stage	area (um2)	instances	total power (W)	setup WS [ns]
after floorplan	3000	149	0.000883	2.07
after global placement	3350	271	0.000931	1.59
after detailed placement	3350	271	0.000934	1.58
after CTS	3530	287	0.00142	1.20
after global routing	3530	287	0.00145	1.13
final	3530	287	0.00140	1.26
==> flip-flops by register name (all words and copies together) (netlist names), named ones only <==
signal and count:
mem 64, rd_ptr 3, wr_ptr 3, rd_circle_odd 1, wr_circle_odd 1
Power and IR drop assume default switching activity.
