==> run.sh <==
#!/bin/bash
# OpenROAD 26Q1-2900-gdf79404cd8, Yosys 0.63+post, stock flow scripts
make -C /OpenROAD-flow-scripts/flow DESIGN_CONFIG=/design/flow/config.mk WORK_HOME=/design/flow/orfs finish
==> config.mk <==
export PLATFORM = sky130hd
export DESIGN_NAME = fifo_dualport
export DESIGN_NICKNAME = fifo_dualport
export VERILOG_FILES = /design/flow/design.v
export SDC_FILE = /design/flow/constraint.sdc
export NUM_CORES = 4
export LEC_CHECK = 1
export CORE_UTILIZATION = 50
==> constraint.sdc <==
current_design fifo_dualport

set clk_period 6.0
set clk_io_pct 0.2

create_clock -name clk0 -period $clk_period [get_ports {clk_i}]

set non_clock_inputs [all_inputs -no_clocks]
set_input_delay [expr $clk_period * $clk_io_pct] -clock clk0 $non_clock_inputs
set_output_delay [expr $clk_period * $clk_io_pct] -clock clk0 [all_outputs]
==> design.v <==
module fifo_dualport #(
    parameter WIDTH = 8,
    parameter DEPTH = 8
) (
    input  logic             clk_i,
    input  logic             rst_i,
    input  logic             wr_en_i,
    input  logic             rd_en_i,
    input  logic [WIDTH-1:0] data_i,
    output logic [WIDTH-1:0] data_o,
    output logic             empty_o,
    output logic             full_o
);
    localparam W_PTR   = $clog2(DEPTH);
    localparam MAX_PTR = W_PTR'(DEPTH - 1);
    logic             push;
    logic             pop;
    logic             ren;
    logic             wen;
    logic [WIDTH-1:0] sram_out;
    logic [W_PTR-1:0] wr_ptr;
    logic [W_PTR-1:0] rd_ptr;
    logic             wr_circle_odd;
    logic             rd_circle_odd;
    logic             enable_bypass;
    logic             bypass_valid;
    logic [WIDTH-1:0] bypass_data;
    logic             almost_empty;
    logic [W_PTR-1:0] prefetch_ptr;
    assign ren = pop && ~almost_empty;
    assign wen = push && ~enable_bypass;
    sram_dualport_latency_5 #(
        .WIDTH ( WIDTH ),
        .DEPTH ( DEPTH )
    ) i_mem (
        .clk_i   ( clk_i        ),
        .rst_i   ( rst_i        ),
        .wen_i   ( wen          ),
        .ren_i   ( ren          ),
        .waddr_i ( wr_ptr       ),
        .raddr_i ( prefetch_ptr ),
        .data_i  ( data_i       ),
        .data_o  ( sram_out     ),
        .vld_o   (              )
    );
    assign prefetch_ptr = (rd_ptr == MAX_PTR) ? W_PTR'(0) : W_PTR'(rd_ptr + 1'b1);
    assign almost_empty = wr_ptr == prefetch_ptr;
    assign enable_bypass = push && (empty_o || (almost_empty && pop));
    always_ff @(posedge clk_i) begin
        if (rst_i) begin
            bypass_valid <= 1'b0;
        end else if (enable_bypass) begin
            bypass_valid <= 1'b1;
        end else if (pop) begin
            bypass_valid <= 1'b0;
        end
    end
    always_ff @(posedge clk_i) begin
        if (enable_bypass) begin
            bypass_data <= data_i;
        end
    end
    assign push    = wr_en_i;
    assign pop     = rd_en_i;
    assign empty_o = (wr_ptr == rd_ptr) && (wr_circle_odd == rd_circle_odd);
    assign full_o  = (wr_ptr == rd_ptr) && (wr_circle_odd != rd_circle_odd);
    assign data_o  = bypass_valid ? bypass_data : sram_out;
    always_ff @(posedge clk_i) begin
        if (rst_i) begin
            wr_ptr        <= W_PTR'(0);
            wr_circle_odd <= 1'b0;
        end else if (push) begin
            if (wr_ptr == MAX_PTR) begin
                wr_ptr        <= W_PTR'(0);
                wr_circle_odd <= ~wr_circle_odd;
            end else begin
                wr_ptr <= wr_ptr + 1'b1;
            end
        end
    end
    always_ff @(posedge clk_i) begin
        if (rst_i) begin
            rd_ptr        <= W_PTR'(0);
            rd_circle_odd <= 1'b0;
        end else if (pop) begin
            if (rd_ptr == MAX_PTR) begin
                rd_ptr        <= W_PTR'(0);
                rd_circle_odd <= ~rd_circle_odd;
            end else begin
                rd_ptr <= rd_ptr + 1'b1;
            end
        end
    end
endmodule
module sram_dualport_latency_5 #(
    parameter WIDTH  = 8,
    parameter DEPTH  = 8,
    parameter ADDR_W = $clog2(DEPTH)
) (
    input  logic              clk_i,
    input  logic              rst_i,
    input  logic              wen_i,
    input  logic              ren_i,
    input  logic [ADDR_W-1:0] waddr_i,
    input  logic [ADDR_W-1:0] raddr_i,
    input  logic [ WIDTH-1:0] data_i,
    output logic [ WIDTH-1:0] data_o,
    output logic              vld_o
);
    localparam LATENCY = 5;
    logic [  WIDTH-1:0] shift_reg [LATENCY-1];
    logic [LATENCY-1:0] shift_vld;
    logic [  WIDTH-1:0] sram      [DEPTH];
    logic [  WIDTH-1:0] sram_out;
    always_ff @(posedge clk_i) begin
        if (wen_i) begin
            sram[waddr_i] <= data_i;
        end
    end
    always_ff @(posedge clk_i) begin
        if (ren_i) begin
            sram_out <= sram[raddr_i];
        end
    end
    always_ff @(posedge clk_i) begin
        if (rst_i) begin
            shift_vld <= LATENCY'(0);
        end else begin
            shift_vld <= { shift_vld[LATENCY-2:0], ren_i};
        end
    end
    always_ff @(posedge clk_i) begin
        if (shift_vld[0])
            shift_reg[0] <= sram_out;
        for (int i = 1; i < LATENCY - 1; i++) begin
            if (shift_vld[i]) begin
                shift_reg[i] <= shift_reg[i-1];
            end
        end
    end
    assign vld_o  = shift_vld[LATENCY-1];
    assign data_o = shift_reg[LATENCY-2];
endmodule
==> ds_physical_params.txt <==
Physical implementation characteristics

Parameter                              Value

Outcome
  Status .................. finished clean

Logic synthesis
  Count of mapped cells out of synthesis .................. 231
  Count of flip-flops with a built-in enable after synthesis .................. 112
  Proportion of register bits with asynchronous set or reset after synthesis .................. 0
  Post-Syn Area per Cell .................. 20.6 um^2
  Yosys Warn Count .................. 3
  Yosys stat cell total .................. 231
  Number of distinct library cells after synthesis .................. 32
  Dominant flop cell .................. edfxtp_1
  Synthesized cell area .................. 4760 um^2
  Chip area from the yosys synthesis statistics .................. 4760 um^2
  Sequential fraction of the synthesis area .................. 0.762
  Flip-flop and latch count after synthesis .................. 125

STA
  Unrepaired setup endpoints after global routing .................. no
  Worst Tran Pin Value .................. 0.809 ns
  Final period util .................. 0.613
  Final sum of negative setup slack .................. 0 ns
  Highest achievable clock rate .................. 272 MHz
  Final worst-path setup slack .................. 2.32 ns
  Endpoints failing hold .................. 0
  Final setup vio count .................. 0
  Tmin final .................. 3.68 ns
  Count of pins over their slew limit .................. 0
  Final setup skew .................. 0.00734 ns
  Max transition margin .................. 0.460

Global route
  Maximum number of pins on one net before global-route repair .................. 19
  Global Route met3 Usage .................. 0.0872
  Initial antenna violation count .................. 0
  Total Routing Usage GR .................. 0.167
  Global routing usage on met2 .................. 0.238
  Remaining Overflow, GRT .................. 0
  Vias in the first global route .................. 2219
  Most used routing layer in global routing .................. met1
  M1 GR Usage .................. 0.267
  First-pass GRT wire length .................. 11.1 mm

Detailed routing
  DRC violation total after the first TritonRoute iteration .................. 58
  Number of vias per cell after detailed routing .................. 5.11
  Final wirelength .................. 6.76 mm
  Number of nets still failing antenna checks after routing .................. 0
  Via count .................. 2094
  Antenna cells .................. 0
  First-pass iteration count of the detailed router .................. 4
  Post-detailed-route wirelength per cell .................. 16.5 um
  DRC violation count after routing .................. 0

Finish
  Share of final-layout standard cells stronger than drive strength 1 .................. 0.235
  Final Cell Area .................. 5780 um^2
  Relative area change from synthesis to final layout .................. 21.6%
  Commonest cells after routing, fill and taps aside .................. 112 x edfxtp_1, 21 x clkdlybuf4s50_1, 16 x mux4_1, 16 x mux2_2, 16 x clkbuf_16
  Max reg flops .................. 64
  Most used logic cell in the final layout .................. edfxtp_1

Clock tree
  Number of sinks on the clock net .................. 125
  Buffer count from post-CTS setup fixing .................. 0
  Number of buffers inserted for hold repair after clock tree synthesis .................. 0
  Worst-case clock buffer depth .................. 2
  Clk latency of the worst-skew pair .. 0.51 ns
  Clk slew on worst S/H paths .................. 0.06 ns
  Gates resized, CTS repair .................. 0
  CTS root buf .................. clkbuf_8
  CTS tree .................. done
  Total clock buffers created by CTS .................. 17
  # H-tree levels .................. 4

Place
  Number of buffer cells added on primary ports .................. 21
  Worst Setup Slack post-DPL .................. 2.58 ns
  Detailed placer's ending HPWL .................. 4.48 mm
  Dpl cell area .................. 5170 um^2
  Global placer's final weighted congestion .................. 0.769

Critical path
  Crit path required time .................. 4.80 ns
  Critical-path maximum fanout .................. 12
  CP cell instances .................. xnor2_1 > and4_1 > clkdlybuf4s50_1
  Cell type group with the largest total delay on the critical path .................. flip-flops
  Kind of launch point of the worst setup path .................. flip-flop
  Peak per-stage delay on the critical path .................. 0.62 ns
  Max stage delay cell, worst path .................. dfxtp_1
  Count of buffer and inverter cells on the critical path .................. 1
  Data arrival time of the critical path .................. 2.48 ns
  Nature of the critical path endpoint .................. output port
  Kind of critical path .................. reg -> out

Floorplan
  Initial core utilization .................. 0.515
  Die footprint .................. 9910 um^2
  IO Pins .................. 22
  Die height .................. 99.5 um
  Chip Width .................. 99.5 um
  Number of placement rows .................. 35
  Core ar. .................. 9240 um^2

Run
  Stage-log warning count .................. 25
  Count of max-cap constraint violations .................. 0

Power and ir drop
  Power Density .................. 374 nW/um^2
  Leakage power .................. 1.96 nW
  Worst IR Drop VDD .................. 0.312 mV

Hold path
  HP Class .................. reg -> reg
worst paths after layout:
| check | startpoint | end | slack (ns) | depth (start not counted) |
|---|---|---|---|---|
| worst min-delay path | i_mem.sram_out[2]$_DFFE_PP_ | i_mem.shift_reg[0][2]$_DFFE_PP_ | 0.41 | 0 |
| worst min register to register | i_mem.sram_out[2]$_DFFE_PP_ | i_mem.shift_reg[0][2]$_DFFE_PP_ | 0.41 | 0 |
| worst max register to register | rd_ptr[0]$_SDFFE_PP0P_ | bypass_data[6]$_DFFE_PP_ | 3.05 | 4 |
| worst max-delay path | wr_ptr[2]$_SDFFE_PP0P_ | empty_o | 2.32 | 3 |
where the power goes:
part / leakage [nW] / switching, mW / internal (mW)
clock network: 0.290 / 0.362 / 0.675
logic: 0.545 / 0.0590 / 0.0629
registers: 1.13 / 0.0170 / 0.988
total: 1.96 / 0.438 / 1.73
synthesized netlist by cell type (all sizes together), types with 2 or more instances:
| cell | n | area share |
|---|---|---|
| buf | 7 | 0.0097 |
| clkbuf | 5 | 0.0039 |
| dfxtp | 13 | 0.055 |
| edfxtp | 112 | 0.71 |
| ha | 4 | 0.011 |
| inv | 2 | 0.0016 |
| mux2 | 16 | 0.038 |
| mux2i | 5 | 0.011 |
| mux4 | 16 | 0.088 |
| nand2 | 3 | 0.0024 |
| nand3 | 2 | 0.0021 |
| nand3b | 2 | 0.0032 |
| nor2 | 11 | 0.0092 |
| nor2b | 4 | 0.0053 |
| nor3b | 2 | 0.0032 |
| nor4 | 3 | 0.0039 |
| nor4b | 4 | 0.0074 |
| o21a | 2 | 0.0032 |
| o31a | 2 | 0.0037 |
| xnor2 | 4 | 0.0074 |
| xor2 | 4 | 0.0074 |
through the flow:
step / util / hold slack (ns) / power [mW] / std cells
2_1_floorplan: - / 0.400 / 1.10 / 231
4_1_cts: 0.626 / 0.415 / 2.19 / 410
3_5_place_dp: 0.560 / 0.405 / 1.15 / 378
3_3_place_gp: 0.560 / 0.400 / 1.15 / 378
5_1_grt: 0.626 / 0.419 / 2.24 / 410
6_report: 0.626 / 0.412 / 2.16 / 410
cell type report:
class | instances | area [um^2]
fillers | 653 | 3460
clock inverters | 14 | 191
flip-flops and latches | 125 | 3620
clock buffers | 18 | 418
well taps | 129 | 161
repair buffers | 30 | 278
inverters | 2 | 7.51
multi-input cells | 92 | 1100
layer usage:
metal	wire length, um	part of all wire
met2	3140	0.46
met5	0	0
met4	111	0.016
met3	590	0.087
met1	2920	0.43
worst reg2reg max path, delay by kind of cell (launching register included):
kind                     cells  cell delay, ns
adder cells (fa/ha/maj)      1            0.76
flip-flops                   1            0.38
XOR/XNOR                     1            0.27
AND-OR/OR-AND                2            1.19
kinds of logic after synthesis:
| group | Yosys count | share of synthesized area |
|---|---|---|
| compound gates | 8 | 0.0174 |
| xor+xnor | 8 | 0.0147 |
| fa+ha+maj | 4 | 0.0105 |
| buf+inv | 14 | 0.0153 |
| flops | 125 | 0.762 |
| mux | 37 | 0.137 |
| simple gates | 35 | 0.0434 |
Power is estimated from default activity; no workload was simulated.
